==> design/flow/design.v <==
`timescale 1ns / 1ps
module brg(
input [7:0] databus,
input 		clk,rst,
input [1:0] ioaddr,
output 		brg_en, 	 
output 		brg_full	 
);
reg [15:0] 	div_buffer, div_buffer_next;
reg [15:0] 	cnt, cnt_next;
reg [3:0] 	full_cnt;
wire [3:0] 	full_cnt_next;
wire 		zero;  
always @(posedge clk) begin
	if(rst == 1'b1) begin
		cnt 		<= 16'd650; 		 
		full_cnt 	<= 4'hf; 			 
		div_buffer 	<= 16'd650;        	 
	end
	else begin
		cnt 		<= cnt_next;
		full_cnt 	<= full_cnt_next;	
		div_buffer 	<= div_buffer_next;
	end
end
always @(*) begin
	div_buffer_next = div_buffer;
	cnt_next 		= cnt - 1;
	if(ioaddr == 2'b11)
		div_buffer_next = {databus, div_buffer[7:0]};
	if(ioaddr == 2'b10)
		div_buffer_next = {div_buffer[15:8], databus};
	if(zero == 1'b1)
		cnt_next = div_buffer;
end
assign zero = (cnt == 16'h0000) ? 1'b1 : 1'b0;
assign full_cnt_next = full_cnt - zero;  
assign brg_en = zero;
assign brg_full = (full_cnt == 4'h0 && brg_en == 1'b1) ? 1'b1 : 1'b0;
endmodule
`timescale 1ns / 1ps
module driver(
    input clk,
    input rst,
    input [1:0] br_cfg,
    output reg iocs,
    output reg iorw,
    input rda,
    input tbr,
    output reg [1:0] ioaddr,
    inout [7:0] databus
    );
	parameter IDLE = 2'b00;
  parameter WRITE = 2'b01;
 parameter READ = 2'b10;
	parameter BRG_CGF_325 = 2'b00;
	parameter BRG_CGF_162 = 2'b01;
	parameter BRG_CGF_81 = 2'b10;
	parameter BRG_CGF_40 = 2'b11;
	reg [1:0] state;   
	reg [1:0] next_state;
	reg [1:0] ready_rw;
	reg [7:0] databus_drive;   
    reg [7:0] databus_input;
	reg [7:0] div_low;
	reg [7:0] div_high;
assign databus =  (iorw == 0 & iocs == 1 ) ? databus_drive : 8'hzz;
always @ (posedge clk) begin
	if(rst)
	databus_input <= 8'h00;
	else if (iorw == 1 & iocs == 1)    
	databus_input <= databus;
end
always @ (*) begin
	case (br_cfg) 
	BRG_CGF_325:
	begin	 
	div_low <=  8'h16;
	div_high <= 8'h05;
	end
	BRG_CGF_162:
	begin	 
	div_low <=  8'h8B;
	div_high <= 8'h02;
	end
	BRG_CGF_81:	
	begin	 
	div_low <=  8'h46;
	div_high <= 8'h01;
	end
	BRG_CGF_40:
	begin	 
	div_low <=  8'hA3;
	div_high <= 8'h00;
	end
	endcase
end
	always @ (posedge clk)
	begin
	if(rst) begin
	state <= IDLE;
  end
	else
	state <= next_state;
	end
	always @(state or tbr or rda or ready_rw)
	begin
	case(state)
	IDLE : if ((tbr == 1) & (ready_rw == 2 ))
			next_state = WRITE;
		   else if ( (rda == 1) & (ready_rw == 2) )
		   next_state = READ;
	WRITE : next_state = IDLE;
	READ : next_state = IDLE;
	default : next_state = IDLE;
	endcase
	end
	always @ (posedge clk)
	begin
		if (rst) begin
		iocs <=0;
		iorw <= 1;
		ioaddr <= 2'b00;
		databus_drive <= 8'h00;
		ready_rw <= 2'b00;
		end
		else if ( ready_rw == 0)
    begin
		ioaddr <= 2'b10;  
		iocs <= 1;
		iorw <= 0;
		databus_drive <= div_low;  
		ready_rw <= ready_rw + 1;
		end
		else if ( ready_rw == 1)
    begin
		ioaddr <= 2'b11;  
		iocs <= 1;
		iorw <= 0;
		databus_drive <= div_high;  
		ready_rw <= ready_rw + 1;
		end
		else if ( ready_rw == 2 )
			begin
			case(next_state)
			IDLE :  begin
					iocs <=0;
					iorw <= 1;
					end
			WRITE : begin
					iocs <= 1;
					iorw <= 0;
					databus_drive <= 8'b01010101;   
					ioaddr <= 2'b00;
					end
			READ : begin
					iocs <= 1;
					iorw <= 1;
					ioaddr <= 2'b00;
					end
			endcase
			end
	end
endmodule
`timescale 1ns / 1ps
module spart(
    input clk,
    input rst,
    input iocs,
    input iorw,
    output rda,
    output tbr,
    input [1:0] ioaddr,
    inout [7:0] databus,
    output txd,
    input rxd
    );
    wire [7:0] rx_databus;
	wire brg_en, brg_full;
	reg clr_rda;
	reg rx_tri_en, status_tri_en, brg_tri_en;
	brg DUT_brg(.databus(databus),
				.clk(clk),
				.rst(rst),
				.brg_en(brg_en),
				.brg_full(brg_full),
				.ioaddr(ioaddr)
				);
	transmit DUT_tx(.databus(databus),
					.clk( clk),
					.rst( rst),
					.tbr(tbr),
					.brg_full(brg_full),
					.txd(txd),
					.ioaddr(ioaddr),
					.iorw(iorw),
					.iocs(iocs)
					);
	always @(*) begin
	rx_tri_en = 1'b0;
	status_tri_en = 1'b0;
	clr_rda = 1'b0;
		if (iocs) begin
			if (ioaddr == 2'b00 && iorw == 1'b1) begin
				rx_tri_en = 1'b1;
				clr_rda = 1'b1;
			end
			if (ioaddr == 2'b01 && iorw == 1'b1) 
				status_tri_en = 1'b1;
		end
		else begin
			rx_tri_en = 1'b0;
			status_tri_en = 1'b0;
		end
	end
	assign databus = rx_tri_en ? rx_databus : (status_tri_en ? {6'h00,tbr,rda}: 8'hzz); 
endmodule
`timescale 1ns / 1ps
module top_level(
    input clk,          
    input rst,          
    output txd,         
    input rxd,          
    input [1:0] br_cfg  
    );
	wire iocs;
	wire iorw;
	wire rda;
	wire tbr;
	wire [1:0] ioaddr;
	wire [7:0] databus;
	spart spart0(	.clk(clk),
					.rst(rst),
					.iocs(iocs),
					.iorw(iorw),
					.rda(rda),
					.tbr(tbr),
					.ioaddr(ioaddr),
					.databus(databus),
					.txd(txd),
					.rxd(rxd)
					);
	driver driver0( .clk(clk),
	                .rst(rst),
					.br_cfg(br_cfg),
					.iocs(iocs),
					.iorw(iorw),
					.rda(rda),
					.tbr(tbr),
					.ioaddr(ioaddr),
					.databus(databus)
					 );
endmodule
module transmit( 
clk,
rst,
brg_full,
iorw,  
iocs,  
databus,
ioaddr,
tbr,
txd
);
input clk;
input rst;
input brg_full; 
input iorw;
input iocs;
input [1:0] ioaddr;
input [7:0] databus;
output tbr;
output txd;
reg [8:0] piso;  
reg [3:0] count;
reg buffer_full;
assign tbr = ~buffer_full;
assign txd = piso[0];
assign cnt_flag = (count == 10);
always @ (posedge clk)
begin
     if(rst) begin
		 piso <= 9'h1FF;   
     end
	 else if (iocs & ~iorw & (ioaddr == 2'd0)) begin
		 piso <= {databus[7:0],1'b1};
	 end
	else if (buffer_full && brg_full && ~cnt_flag ) begin
	if (count == 0)
		piso[0] <= 1'b0;  
	else
		piso <= {1'b1, piso[8:1]};  
	end
	else if (cnt_flag & brg_full)  begin
		piso <= 9'h1FF;
	end
end
always @ (posedge clk)
begin
if (rst)
	buffer_full <= 1'b0;
else if (cnt_flag & brg_full)
	buffer_full <= 1'b0;
else if (iocs & ~iorw & (ioaddr == 2'b0))
	buffer_full <= 1'b1;
end
always @ (posedge clk)
begin
if (rst)
	count <= 0;
else if (cnt_flag & brg_full)
	count <= 0;
else if (brg_full & buffer_full)
	count <= count + 1;
end
endmodule
==> design/flow/run.sh <==
#!/bin/bash
# OpenROAD 26Q1-2900-gdf79404cd8, Yosys 0.63+post, stock flow scripts
make -C /OpenROAD-flow-scripts/flow DESIGN_CONFIG=/design/flow/config.mk WORK_HOME=/design/flow/orfs finish
==> design/flow/config.mk <==
export PLATFORM = sky130hd
export DESIGN_NAME = top_level
export DESIGN_NICKNAME = top_level
export VERILOG_FILES = /design/flow/design.v
export SDC_FILE = /design/flow/constraint.sdc
export NUM_CORES = 4
export LEC_CHECK = 1
export CORE_AREA = 10 10 107 107
export DIE_AREA = 0 0 117 117
==> design/flow/constraint.sdc <==
current_design top_level

set clk_period 6.3
set clk_io_pct 0.2

create_clock -name clk0 -period $clk_period [get_ports {clk}]

set non_clock_inputs [all_inputs -no_clocks]
set_input_delay [expr $clk_period * $clk_io_pct] -clock clk0 $non_clock_inputs
set_output_delay [expr $clk_period * $clk_io_pct] -clock clk0 [all_outputs]
==> impl_metrics.py <==
# Metrics from the implementation run
metrics = {
    "synthesis": {
        "edf_count": 0,
        "ys.flops": 35,
        "yosys_area_mm2": 0.00162,
        "ys_types": 41,
        "synth_cells": 182,
        "syn_area_per_cell_um2": 8.88,
        "ys_warn_count": 24,
        "synth_area_mm2": 0.00162,
        "ys_cells": 182,
        "synth-async-reset-ratio_pct": 0,
        "synth-main-ff-cell": "dfxtp_1",
    },
    "final_layout": {
        "utilization_pct": 20.1,
        "drive_above_1_share_pct": 5.88,
        "area.growth.synth_to_final_pct": 14.4,
    },
    "worst_setup_path": {
        "cp.required_ns": 6.46,
        "reg2reg_from": "spart0.DUT_brg.cnt[0]",
        "cp.depth": 5,
        "critPathCapture": "spart0.DUT_brg.cnt[7]",
        "critical_path_class": "primary input to flip-flop",
        "critPathLaunch": "rst",
        "crit_path_start_kind": "primary input",
        "crit_chain": "clkdlybuf4s50_1 -> inv_1 -> o21ai_1 -> buf_4 -> or3b_1",
        "crit_fanout": 15,
        "arrival_ns": 2.93,
        "cpPeakStageDelay_ns": 0.61,
        "crit_buf_inv": 3,
        "cp_top_family": "buffers and inverters",
        "crit_path_end_kind": "flip-flop",
        "r2r_cells": 9,
        "timing.rr.end": "spart0.DUT_brg.full_cnt[2]",
        "crit_path_top_delay_cell": "clkdlybuf4s50_1",
        "r2r_slack_ns": 3.96,
    },
    "clock_network": {
        "clk_pin_slew_ns": 0.06,
        "clock_latency_ns": 0.28,
        "post_cts_resized": 0,
        "postCtsSetupBuffers": 0,
        "clockBufferDepth": 2,
        "ctsRootBufferMaster": "clkbuf_8",
        "htreeDepth": 2,
        "cts_tree": "yes",
        "hold_buffers": 0,
        "cts_made_buffers": 5,
    },
    "timing": {
        "relSlewSlack_pct": 57.2,
        "drv_slew": 0,
        "final.setup.tns_ns": 0,
        "setup_viol": 0,
        "worst_pin_slew_ns": 0.637,
        "period_used_pct": 43.9,
        "max_freq_mhz": 362,
        "fin_skew_ns": 0.00445,
        "rsz0062_at_grt": "false",
        "hold_ws_ns": 0.445,
        "setup_ws_ns": 3.53,
        "unclocked_pins": 2,
        "untimed_endpoints": 2,
        "period_needed_ns": 2.77,
        "finalHoldViolations": 0,
    },
    "route": {
        "vias": 1226,
        "wirelength_mm": 2.75,
        "drc": 0,
        "viasPerCell": 4.11,
        "postRouteAntennaNets": 0,
        "firstDrtPassIters": 4,
        "drt_iter0_drc": 62,
        "avgRoutedWirePerCell_um": 9.21,
        "diodes": 0,
    },
    "floorplanning": {
        "die_width_um": 117,
        "coreArea_mm2": 0.00920,
        "io_pins": 6,
        "die-area_mm2": 0.0137,
        "die_y_um": 117,
        "rows": 35,
        "fp-utilization_pct": 17.6,
    },
    "global_routing": {
        "grt_usage_pct": 4.35,
        "busiest_layer": "met2",
        "grtUsageMet2_pct": 6.82,
        "first_global_vias": 1148,
        "grt_max_degree": 16,
        "grt_pass1_wl_mm": 5.06,
        "grt_use_met3_pct": 0.774,
        "antenna_found_initial": 0,
        "gr-total-overflow": 0,
        "use_met1_pct": 6.23,
    },
    "outcome": {
        "status": "complete, no violations",
    },
    "place": {
        "place_hpwl_mm": 1.91,
        "pre_cts_ws_ns": 3.21,
        "numPortBuffers": 2,
        "place.gp.congestion": 0.855,
    },
    "pwr": {
        "vdd_ir_drop_max_mv": 0.0804,
        "seqPwrFrac_pct": 50.1,
        "p_sw_mw": 0.138,
        "power.density_mw_per_mm2": 269,
        "p_comb_share_pct": 17.5,
        "total_power_mw": 0.497,
        "switching_share_pct": 27.7,
        "power.leakage_nw": 0.701,
        "intPower_mw": 0.359,
        "clock_power_share_pct": 32.4,
    },
    "hold_path": {
        "min_path_type": "flip-flop to flip-flop",
        "hold_start": "spart0.DUT_brg.cnt[0]",
    },
    "run": {
        "warnings": 35,
        "cap_viol_max_count": 0,
    },
}
area by class of cell:
type                       count  area (um^2)
fill                         979         7350
multi-input combinational    130          860
sequential                    35          691
tap                          111          139
clock buffer                   7         86.3
inverter                      12         45.0
timing repair buffer           3         27.5
power groups by stage:
stage	sequential [mW]	combinational [mW]	clock, mW
6_report	0.249	0.0867	0.161
5_1_grt	0.252	0.101	0.176
4_1_cts	0.249	0.0876	0.167
worst register-to-register path: cells and delay by family (launching register included):
kind                     cells  cell delay, ns
AND/OR/NAND/NOR              4            1.17
adder cells (fa/ha/maj)      3            0.57
flip-flops                   1            0.32
XOR/XNOR                     1            0.11
buffers and inverters        1            0.05
registers in the layout, summed over array words and instances (netlist names):
| name | cells |
|---|---|
| driver0.iocs | 1 |
| driver0.next_state | 2 |
| spart0.DUT_tx.buffer_full | 1 |
| spart0.DUT_brg.full_cnt | 4 |
| driver0.iorw | 1 |
| spart0.DUT_tx.piso | 1 |
| spart0.DUT_tx.count | 4 |
| driver0.ioaddr | 1 |
| spart0.DUT_brg.cnt | 16 |
| driver0.ready_rw | 2 |
| driver0.state | 2 |
worst min path at each step:
stage	cells after the start	end	slack [ns]
finish	1	spart0.DUT_brg.cnt[0]	0.45
CTS	1	spart0.DUT_brg.cnt[0]	0.45
global route	1	spart0.DUT_brg.cnt[0]	0.45
cells by family after synthesis:
family | count (synthesis) | synth area share, %
AOI/OAI and AO/OA | 34 | 13.4
xor gates and xnor gates | 10 | 5.42
adders and majority gates | 13 | 10.1
buffers and inverters | 17 | 4.03
DFF | 33 | 40.9
latches | 2 | 1.86
and+or+nand+nor | 73 | 24.3
per-layer routing:
metal  part of all wire (%)  vias up
li1                       -      644
met1                     53      558
met2                     41       18
met3                    3.7        6
met4                    2.3        0
met5                      0        -
placed cells by master, fill, tap and decap left out, drive strengths merged, types with 2 or more instances in the layout:
| master | netlist | routed |
|---|---|---|
| nand2b | 4 | 4 |
| clkbuf | 4 | 7 |
| nor2 | 23 | 23 |
| nand4 | 4 | 4 |
| nand2 | 11 | 11 |
| nor3b | 2 | 2 |
| nor2b | 3 | 3 |
| clkdlybuf4s50 | 0 | 2 |
| xor2 | 4 | 4 |
| nor4 | 2 | 2 |
| nor3 | 6 | 6 |
| inv | 12 | 12 |
| xnor2 | 6 | 6 |
| o31ai | 4 | 4 |
| dlxtn | 2 | 2 |
| o41ai | 2 | 2 |
| dfxtp | 33 | 33 |
| a21oi | 11 | 11 |
| or3 | 5 | 5 |
| nand3 | 4 | 4 |
| ha | 13 | 13 |
| or4 | 2 | 2 |
| a211o | 2 | 2 |
| o21ai | 9 | 9 |
synthesized netlist by cell type (3+ instances only):
cell type,number,share of area [%]
o31ai_1,4,1.9
nor2b_1,3,1.2
o21ai_0,8,2.5
xnor2_1,6,3.3
nand2_1,11,2.6
nor3_1,5,1.5
nand2b_1,4,1.5
xor2_1,4,2.2
clkbuf_1,4,0.93
nor2_1,23,5.3
inv_1,12,2.8
a21oi_1,11,3.4
ha_1,13,10
or3_1,5,1.9
nand4_1,4,1.5
nand3_1,4,1.2
dfxtp_1,33,41
per-stage QoR:
step | area, um^2 | instances
floorplan | 1620 | 182
global placement | 1760 | 291
detailed placement | 1760 | 291
CTS | 1850 | 298
global route | 1850 | 298
finish | 1850 | 298
Power is estimated from default activity; no workload was simulated.
