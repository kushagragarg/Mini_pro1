<file path="flow/constraint.sdc">
current_design receiver

set clk_period 2.4
set clk_io_pct 0.2

create_clock -name clk0 -period $clk_period [get_ports {clk}]

set non_clock_inputs [all_inputs -no_clocks]
set_input_delay [expr $clk_period * $clk_io_pct] -clock clk0 $non_clock_inputs
set_output_delay [expr $clk_period * $clk_io_pct] -clock clk0 [all_outputs]
</file>
<file path="flow/config.mk">
export PLATFORM = sky130hd
export DESIGN_NAME = receiver
export DESIGN_NICKNAME = receiver
export VERILOG_FILES = /design/flow/design.v
export SDC_FILE = /design/flow/constraint.sdc
export NUM_CORES = 4
export LEC_CHECK = 1
export CORE_AREA = 10 10 84 84
export DIE_AREA = 0 0 94 94
</file>
<file path="flow/run.sh">
#!/bin/bash
# OpenROAD 26Q1-2900-gdf79404cd8, Yosys 0.63+post, stock flow scripts
make -C /OpenROAD-flow-scripts/flow DESIGN_CONFIG=/design/flow/config.mk WORK_HOME=/design/flow/orfs finish
</file>
<file path="flow/design.v">
`timescale 1ns / 1ps
module receiver(
	input 		 RX,
	output reg [7:0] DATABUS,
	output reg 	 RDA,
	input 		 brg_en,
	input 		 clk,
	input 		 rst,
	input        IOCS,
   input        IORW,
   input        clr_rda		 
    );
	reg [3:0] counter;
	reg [1:0] state;
	reg [1:0] next_state;
	reg received_input_bit;
   reg [7:0] ReceivedData;
   localparam  NOT_RECEIVING_DATA  = 0,    
               RECEIVE_DATA        = 1,    
               SET_RDA             = 2; 
   localparam  START_BIT                 = 0,    
               COMPLETED_RECEIVING_DATA  = 9;
	always @(posedge clk)
	begin
		if(rst)
		begin
			ReceivedData <= 8'h0;
			received_input_bit <= 1'b0;
			state <= NOT_RECEIVING_DATA;
		   counter <= 4'h0;
			next_state <= NOT_RECEIVING_DATA;
		   RDA <= 1'b0;
		end
		else
		begin
			received_input_bit <= RX;
			state <= next_state;
			if( (received_input_bit == START_BIT) && (state == NOT_RECEIVING_DATA) && brg_en)
			begin
				next_state <= RECEIVE_DATA;
				counter <= counter+1;
			end
			else
			begin
				if( (state == RECEIVE_DATA) && (counter != COMPLETED_RECEIVING_DATA) && brg_en )
				begin
					ReceivedData <= {ReceivedData[6:0], received_input_bit};
					counter <= counter+1;
				end
				else if((state == RECEIVE_DATA) && (counter == COMPLETED_RECEIVING_DATA))
				begin
					next_state <= SET_RDA;
					counter <= 4'h0;
     				   RDA <= 1'b1;
				end
			   else if((state == SET_RDA) && (RDA == 1'b1) && (clr_rda == 1'b1))
				begin
			      next_state <= NOT_RECEIVING_DATA;
               RDA <= 1'b0;
					DATABUS <= ReceivedData;
      			      ReceivedData <= 8'b0;
				end     
			end
		end
	end
endmodule
</file>
==> impl_metrics.tcl <==
# metrics dict for downstream scripts
set metrics [dict create \
    run_status "completed" \
    grt.met1_usage_pct 6.54 \
    routed_antenna_nets 0 \
    synth-seq-cells 26 \
    top_area_cell_type_share_of_the_netlist_area_pct 34.5 \
    synth.top_cells.by_area "dfxtp_1, edfxtp_1, nand3_1" \
    yosys_area_sq_mm 0.00104 \
    leading_cell_types_in_the_layout_fill_and_taps_excluded "dfxtp_1, clkdlybuf4s50_1, nand3_1" \
    die_width_um 94 \
    met3_usage_pct 2.18 \
    post_synth_instance_area_sq_mm 0.00104 \
    r2r_end "next_state[0]" \
    power_density_mw_per_mm2 645 \
    ctsRootBufferMaster "clkbuf_8" \
    slew_viol_final 0 \
    required_ps 2570 \
    post_synth_ao_oa_area_fraction_pct 11.4 \
    first_global_vias 656 \
    worstHoldEndpoint "DATABUS[7]" \
    cp-start-kind "flip-flop" \
    use_met2_pct 5.93 \
    synth_area_per_cell_sq_um 10.3 \
    path_cells "ha_1 -> nand3b_1 -> buf_4 -> or3b_1 -> a31oi_1 -> nor2_1" \
    postCtsSetupRepairBufs 0 \
    critPathMaxStageDelay_ps 470 \
    tightestPinTransition_ps 326 \
    critical_path.n_buffers_inverters 1 \
    timing.reg2reg.worst_path_depth 6 \
    critPathArrivalTime_ps 1840 \
    period_used_pct 69.6 \
    diodes 0 \
    min_period_ps 1670 \
    fin_worst_skew_ps 5.70 \
    number_of_different_library_cells_in_the_post_synthesis_netlist 28 \
    globalRoute.busiestLayer "met1" \
    ys_warn_count 1 \
    hpwl_um 1250 \
    hold_class "flip-flop to flip-flop" \
    drtIter0Drc 39 \
    avgRoutedWirePerCell_um 9.72 \
    clkSlewWorstSetupHoldPaths_ps 90 \
    ir_worst_vdd_uv 376 \
    crit_family "simple AND/OR/NAND/NOR gates" \
    hold_depth 0 \
    detailroute.via_count 720 \
    synth.cellmix.simpleShare_pct 23.9 \
    grt_first_pass_wirelength_um 3190 \
    final_gp_congestion 0.755 \
    die_y_um 94 \
    remaining_drc_errors 0 \
    multiplexer_share_pct 0 \
    pin_count 16 \
    std_cell_rows 26 \
    tritoncts "built" \
    maxSlewHeadroom_pct 78.2 \
    antenna_violations_before_repair 0 \
    initial_core_util_pct 20.0 \
    critical_path.endpoint_type "flip-flop" \
    r2r_setup_slack_ps 730 \
    ys_cells 101 \
    flow.area_growth_from_synthesis_pct 27.2 \
    final_layout_size_suffix_gt1_share_pct 10.3 \
    htree_num_levels 1 \
    floorplan.core_area_sq_mm 0.00520 \
    max_clock_freq_mhz 599 \
    pin_count_of_the_biggest_net_entering_global_routing 19 \
    timing.critical_path.slowest_stage_cell "or3b_1" \
    timing.hold.worst.start "ReceivedData[7]" \
    vias_per_std_cell 3.87 \
    syn_inst 101 \
    tool_warnings 28 \
    grt_setup_unrepaired "no" \
    totalWireLength_um 1810 \
    cts_hold_repair.buffers 0 \
    chipArea_sq_mm 0.00884 \
    max_cap_violations 0 \
    seq_area_frac_synth_pct 57.6 \
    port_buffers 13 \
    yosys.area_share.adder_pct 2.40 \
    top_cell_type_by_total_area_after_synthesis "dfxtp_1" \
    tritoncts.num_buffers 3 \
    timing.rr.start "counter[0]" \
    finalSetupViolations 0 \
    stdcell_area_sq_mm 0.00133 \
    globalRouteTotalUtil_pct 4.43 \
    hold_slack_ps 436 \
    grt-ovfl-total 0 \
    ctsLongestPathBuffers 2 \
    post_dp_cell_area_sq_mm 0.00126 \
    ys_top_logic_family "simple AND/OR/NAND/NOR gates" \
    clock_sinks 26 \
    layout_top_cell_excl_fill_tap "dfxtp_1" \
    crit_fanout 11 \
    hold_viol_final 0 \
    drt_pass1_iterations 4 \
    postCtsResizedCells 0 \
    worstSkewPairLatency_ps 270 \
    setup_tns_ps 0 \
    criticalPathCategory "flip-flop to flip-flop" \
    power.leakage_nw 0.456 \
    yosys.area_share.xor_xnor_pct 0 \
]
[per-stage QoR]
step / std cells / setup slack (ps) / util [%] / power (W)
after floorplan: 101 / 758 / - / 0.000497
after global placement: 182 / 477 / 24.1 / 0.000509
after detailed placement: 182 / 467 / 24.1 / 0.000510
after CTS: 186 / 718 / 25.5 / 0.000865
after global routing: 186 / 598 / 25.5 / 0.000892
final: 186 / 730 / 25.5 / 0.000856
[layer usage]
| metal | share of wire (%) | wire length [um] |
|---|---|---|
| met4 | 0.50 | 9 |
| met3 | 9.8 | 178 |
| met5 | 0 | 0 |
| met2 | 37 | 665 |
| met1 | 53 | 955 |
[flip-flops by register name, indices dropped and copies added, names as in the netlist]
| register | flops |
|---|---|
| DATABUS | 8 |
| RDA | 1 |
| ReceivedData | 8 |
| counter | 4 |
| next_state | 2 |
| received_input_bit | 1 |
| state | 2 |
[Yosys cell counts, drive strengths merged]
library cell / n
o21ai: 1
nor2: 11
nand3: 12
or3: 1
and2: 2
inv: 2
nand4b: 1
a31oi: 1
nand2: 10
nor2b: 3
or2: 2
edfxtp: 8
or3b: 1
o21a: 8
a211oi: 1
clkbuf: 4
nor4b: 1
nand3b: 1
o22ai: 1
dfxtp: 18
ha: 2
and3b: 1
buf: 3
a21oi: 6
[cells by family after synthesis]
group / count (synthesis)
flops: 26
compound gates: 18
fa+ha+maj: 2
simple gates: 46
buf+inv: 9
[area by class of cell]
class	count	area [sq um]
Timing Repair Buffer	18	168
Multi-Input combinational cell	66	393
Sequential cell	26	601
Fill cell	575	3880
Inverter	2	7.51
Tap cell	70	87.6
Clock inverter	1	30.0
Clock buffer	3	41.3
[worst max-delay path by stage]
stage                    to        from  cells past startpoint  slack, ps
finish        next_state[0]  counter[0]                      6        730
global route  next_state[0]  counter[0]                      6        600
CTS           next_state[0]  counter[0]                      6        720
[power breakdown]
group,internal [W],switching [W]
Combinational,0.0000187,0.0000185
Clock,0.000223,0.000134
Sequential,0.000456,0.00000620
Total,0.000698,0.000158
Power is estimated from default activity; no workload was simulated.
